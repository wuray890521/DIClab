File: config.mk
export PLATFORM = sky130hd
export DESIGN_NAME = Final
export DESIGN_NICKNAME = Final
export VERILOG_FILES = /design/flow/design.v
export SDC_FILE = /design/flow/constraint.sdc
export NUM_CORES = 4
export LEC_CHECK = 1
export CORE_UTILIZATION = 30
File: constraint.sdc
current_design Final

set clk_period 8.7
set clk_io_pct 0.2

create_clock -name clk0 -period $clk_period [get_ports {clk}]

set non_clock_inputs [all_inputs -no_clocks]
set_input_delay [expr $clk_period * $clk_io_pct] -clock clk0 $non_clock_inputs
set_output_delay [expr $clk_period * $clk_io_pct] -clock clk0 [all_outputs]
File: design.v
module Final(
    rst_n,
    clk,
    in_valid,
    weight_valid,
    I,
    W,
	out_valid,
	OUT
);
    input rst_n;
    input clk;
    input in_valid;
    input weight_valid;
    input [127:0] I;
    input [127:0] W;
    output reg  out_valid;
    output reg [12:0] OUT;
    wire clk_gate_invalid;
  reg [9:0] cnt;
  reg [3:0] inputs [0:31];
  reg [3:0] weight [0:31];
   reg [7:0] mul_ans [0:3];
   reg [7:0] mul_ans1 [0:3];
   reg [7:0] mul_ans2 [0:3];
   reg [7:0] mul_ans3 [0:3];
   reg [7:0] mul_ans4 [0:3];
   reg [7:0] mul_ans5 [0:3];
   reg [7:0] mul_ans6 [0:3];
   reg [7:0] mul_ans7 [0:3];
   reg [8:0] add_ans1 [0:3];
   reg [8:0] add_ans2 [0:3];
   reg [8:0] add_ans3 [0:3];
   reg [8:0] add_ans4 [0:3];
   reg [9:0] add_ans5 [0:7];
   reg [10:0] add_ans6 [0:3];
   reg [11:0] add_ans7 [0:1];
   wire enable;
   reg flag;
always @(posedge clk or negedge rst_n) 
begin
  if(~rst_n)
    flag <= 0;
  else if(in_valid)
   flag <= 1;
  else if(out_valid)
   flag <= 0;
  else 
   flag <= flag; 
end
always @(posedge clk or negedge rst_n)  
  begin
    if(~rst_n)
      cnt <= 0;
    else if(in_valid)
      cnt <= 1;  
    else if (flag)
     cnt  <= cnt + 1;   
    else if(out_valid)
     cnt <= 0; 
    else 
     cnt <= cnt;
  end
  integer i,j;
  always @(posedge clk or negedge rst_n)  
  begin
    if (~rst_n)
    begin
     for ( i=0 ;i<32 ;i=i+1 ) 
      begin
        inputs [i] <= 0;  
      end
    end 
   else if (in_valid)
    begin
      inputs[0] <= I[127:124] ;  
      inputs[1] <= I[123:120] ;  
      inputs[2] <= I[119:116] ;  
      inputs[3] <= I[115:112] ;  
      inputs[4] <= I[111:108] ;  
      inputs[5] <= I[107:104] ;  
      inputs[6] <= I[103:100] ;  
      inputs[7] <= I[99:96] ;  
      inputs[8] <= I[95:92] ;  
      inputs[9] <= I[91:88] ;  
      inputs[10] <= I[87:84];  
      inputs[11] <= I[83:80];  
      inputs[12] <= I[79:76];  
      inputs[13] <= I[75:72];  
      inputs[14] <= I[71:68];  
      inputs[15] <= I[67:64];  
      inputs[16] <= I[63:60];  
      inputs[17] <= I[59:56];  
      inputs[18] <= I[55:52];  
      inputs[19] <= I[51:48];  
      inputs[20] <= I[47:44];  
      inputs[21] <= I[43:40];  
      inputs[22] <= I[39:36];  
      inputs[23] <= I[35:32];  
      inputs[24] <= I[31:28];  
      inputs[25] <= I[27:24];  
      inputs[26] <= I[23:20];  
      inputs[27] <= I[19:16];  
      inputs[28] <= I[15:12];  
      inputs[29] <= I[11:8];  
      inputs[30] <= I[7:4];  
      inputs[31] <= I[3:0];  
    end 
   else if (out_valid)
    begin
      for ( i=0 ;i<32 ;i=i+1 ) 
      begin
        inputs[i] <= 0;  
      end
    end 
   else 
   begin
    for ( i=0 ;i<32 ;i=i+1 ) 
    begin
      inputs[i] <= inputs[i] ; 
    end 
  end
   end
  always @(posedge clk or negedge rst_n)  
  begin
    if (~rst_n)
    begin
     for ( j=0 ;j<32 ;j=j+1 ) 
      begin
        weight[j] <= 0;  
      end
    end 
   else if(weight_valid)
    begin
      weight[0] <= W[127:124] ;  
      weight[1] <= W[123:120] ;  
      weight[2] <= W[119:116] ;  
      weight[3] <= W[115:112] ;  
      weight[4] <= W[111:108] ;  
      weight[5] <= W[107:104] ;  
      weight[6] <= W[103:100] ;  
      weight[7] <= W[99:96] ;  
      weight[8] <= W[95:92] ;  
      weight[9] <= W[91:88] ;  
      weight[10] <= W[87:84];  
      weight[11] <= W[83:80];  
      weight[12] <= W[79:76];  
      weight[13] <= W[75:72];  
      weight[14] <= W[71:68];  
      weight[15] <= W[67:64];  
      weight[16] <= W[63:60];  
      weight[17] <= W[59:56];  
      weight[18] <= W[55:52];  
      weight[19] <= W[51:48];  
      weight[20] <= W[47:44];  
      weight[21] <= W[43:40];  
      weight[22] <= W[39:36];  
      weight[23] <= W[35:32];  
      weight[24] <= W[31:28];  
      weight[25] <= W[27:24];  
      weight[26] <= W[23:20];  
      weight[27] <= W[19:16];  
      weight[28] <= W[15:12];  
      weight[29] <= W[11:8];  
      weight[30] <= W[7:4];  
      weight[31] <= W[3:0];  
    end 
  end
 always @(posedge clk or negedge rst_n) 
 begin
 if (~rst_n) 
  begin
  for ( i=0 ;i<3 ; i=i+1) 
   begin
    mul_ans[i]<=0;
    mul_ans1[i]<=0;
    mul_ans2[i]<=0;
    mul_ans3[i]<=0;
    mul_ans4[i]<=0;
    mul_ans5[i]<=0;
    mul_ans6[i]<=0;
    mul_ans7[i]<=0;
   end
  end 
 else if (cnt==1) begin
  mul_ans[0] <=inputs[0] *weight[0]  ;
  mul_ans[1] <=inputs[1] *weight[1]  ;
  mul_ans[2] <=inputs[2] *weight[2]  ;
  mul_ans[3] <=inputs[3] *weight[3]  ;
  mul_ans1[0] <=inputs[4] *weight[4]  ;
  mul_ans1[1] <=inputs[5] *weight[5]  ;
  mul_ans1[2] <=inputs[6] *weight[6]  ;
  mul_ans1[3] <=inputs[7] *weight[7]  ;
  mul_ans2[0] <=inputs[8] *weight[8]  ;
  mul_ans2[1] <=inputs[9] *weight[9]  ;
  mul_ans2[2]<=inputs[10]*weight[10] ;
  mul_ans2[3]<=inputs[11]*weight[11] ;
  mul_ans3[0]<=inputs[12]*weight[12] ;
  mul_ans3[1]<=inputs[13]*weight[13] ;
  mul_ans3[2]<=inputs[14]*weight[14] ;
  mul_ans3[3]<=inputs[15]*weight[15] ;
  mul_ans4[0]<=inputs[16]*weight[16] ;
  mul_ans4[1]<=inputs[17]*weight[17] ;
  mul_ans4[2]<=inputs[18]*weight[18] ;
  mul_ans4[3]<=inputs[19]*weight[19] ;
  mul_ans5[0]<=inputs[20]*weight[20] ;
  mul_ans5[1]<=inputs[21]*weight[21] ;
  mul_ans5[2]<=inputs[22]*weight[22] ;
  mul_ans5[3]<=inputs[23]*weight[23] ;
  mul_ans6[0]<=inputs[24]*weight[24] ;
  mul_ans6[1]<=inputs[25]*weight[25] ;
  mul_ans6[2]<=inputs[26]*weight[26] ;
  mul_ans6[3]<=inputs[27]*weight[27] ;
  mul_ans7[0]<=inputs[28]*weight[28] ;
  mul_ans7[1]<=inputs[29]*weight[29] ;
  mul_ans7[2]<=inputs[30]*weight[30] ;
  mul_ans7[3]<=inputs[31]*weight[31] ;
 end
 else 
 begin
  for ( i=0 ;i<3 ;i=i+1 ) 
  begin
    mul_ans[i]<=0;
    mul_ans1[i]<=0;
    mul_ans2[i]<=0;
    mul_ans3[i]<=0;
    mul_ans4[i]<=0;
    mul_ans5[i]<=0;
    mul_ans6[i]<=0;
    mul_ans7[i]<=0;
  end
 end
 end
always @(posedge clk or negedge rst_n)  
 begin
  if (~rst_n) 
    begin
    for ( i=0 ;i<4 ; i=i+1) 
     begin
      add_ans1[i]<=0;
      add_ans2[i]<=0;
      add_ans3[i]<=0;
      add_ans4[i]<=0;
     end
    end 
    else if (cnt==2) begin
      add_ans1[0] <= mul_ans[0] + mul_ans1[0] ;
      add_ans1[1] <= mul_ans[1] + mul_ans1[1] ;
      add_ans1[2] <= mul_ans[2] + mul_ans1[2] ;
      add_ans1[3] <= mul_ans[3] + mul_ans1[3] ;
      add_ans2[0] <= mul_ans2[0] + mul_ans3[0] ;
      add_ans2[1] <= mul_ans2[1] + mul_ans3[1] ;
      add_ans2[2] <= mul_ans2[2] + mul_ans3[2] ;
      add_ans2[3] <= mul_ans2[3] + mul_ans3[3] ;
      add_ans3[0] <= mul_ans4[0] + mul_ans5[0] ;
      add_ans3[1] <= mul_ans4[1] + mul_ans5[1] ;
      add_ans3[2]<= mul_ans4[2] + mul_ans5[2] ;
      add_ans3[3]<= mul_ans4[3] + mul_ans5[3] ;
      add_ans4[0]<= mul_ans6[0] + mul_ans7[0] ;
      add_ans4[1]<= mul_ans6[1] + mul_ans7[1] ;
      add_ans4[2]<= mul_ans6[2] + mul_ans7[2] ;
      add_ans4[3]<= mul_ans6[3] + mul_ans7[3] ;
    end
  else 
  begin
   for ( i=0 ;i<16 ;i=i+1 ) 
   begin
      add_ans1[i]  <= add_ans1[i] ;
      add_ans2[i]  <= add_ans2[i] ;
      add_ans3[i]  <= add_ans3[i] ;
      add_ans4[i]  <= add_ans4[i] ;
   end
  end
 end
always @(posedge clk or negedge rst_n)  
 begin
  if (~rst_n) 
    begin
    for ( i=0 ;i<8 ; i=i+1) 
     begin
      add_ans5[i]<=0;
     end
    end 
   else if (cnt==3) begin
      add_ans5[0] <= add_ans1[0] + add_ans2[0] ;
      add_ans5[1] <= add_ans1[1] + add_ans2[1] ;
      add_ans5[2] <= add_ans1[2] + add_ans2[2] ;
      add_ans5[3] <= add_ans1[3] + add_ans2[3] ;
      add_ans5[4] <= add_ans3[0] + add_ans4[0] ;
      add_ans5[5] <= add_ans3[1] + add_ans4[1] ;
      add_ans5[6] <= add_ans3[2] + add_ans4[2] ;
      add_ans5[7] <= add_ans3[3] + add_ans4[3] ;
    end
 else 
  begin
   for ( i=0 ;i<8 ;i=i+1 ) 
   begin
      add_ans5[i]  <= add_ans5[i] ;
   end
  end
 end
always @(posedge clk or negedge rst_n)  
 begin
  if (~rst_n) 
    begin
    for ( i=0 ;i<4 ; i=i+1) 
     begin
      add_ans6[i]<=0;
     end
    end 
   else if (cnt==4) begin
      add_ans6[0] <= add_ans5[0] + add_ans5[4] ;
      add_ans6[1] <= add_ans5[1] + add_ans5[5] ;
      add_ans6[2] <= add_ans5[2] + add_ans5[6] ;
      add_ans6[3] <= add_ans5[3] + add_ans5[7] ;
    end
 else 
  begin
   for ( i=0 ;i<4 ;i=i+1 ) 
   begin
      add_ans6[i]  <= add_ans6[i] ;
   end
  end
 end
always @(posedge clk or negedge rst_n)  
 begin
  if (~rst_n) 
    begin
    for ( i=0 ;i<2 ; i=i+1) 
     begin
      add_ans7[i]<=0;
     end
    end 
   else if (cnt==5) begin
      add_ans7[0] <= add_ans6[0] + add_ans6[2] ;
      add_ans7[1] <= add_ans6[1] + add_ans6[3] ;
    end
 else 
  begin
   for ( i=0 ;i<2 ;i=i+1 ) 
   begin
      add_ans7[i]  <= add_ans7[i] ;
   end
  end
 end
  always @(posedge clk or negedge rst_n)
  begin
    if (~rst_n)
      out_valid <= 0;
    else if (cnt==6) 
      out_valid <=1;
    else
         out_valid <= 0;
  end
always @(posedge clk or negedge rst_n)
  begin
    if (~rst_n)
      OUT <= 0;
    else if(cnt==6)
       OUT <= add_ans7[0] + add_ans7[1]; 
    else 
        OUT <= 0;
  end
endmodule
File: run.sh
#!/bin/bash
# OpenROAD 26Q1-2900-gdf79404cd8, Yosys 0.63+post, stock flow scripts
make -C /OpenROAD-flow-scripts/flow DESIGN_CONFIG=/design/flow/config.mk WORK_HOME=/design/flow/orfs finish
==> out/results.tsv <==
stage	metric	value	unit
outcome	outcome	complete, no violations	
clock_tree	H-tree levels	3	
placement	placed standard-cell area	58200	um2
cells_and_area	commonest non-fill, non-tap cells in the layout	dfrtp_1, ha_1, nand2_1	
sta	Final period util	0.412	
job	Max Cap Viol	0	
detailed_routing	routed vias/inst	4.57	
power	power per cell area	240	nW/um2
power	combinational power share	0.338	
yosys	top cell type's share of synthesized area	0.363	
yosys	syn avg cell area	10.1	um2
sta	Hold Fails Final Rpt	0	
sta	Max Clock Skew	0.0345	ns
clock_tree	clk ins delay skew pair	0.72	ns
min_path	hold_sp	add_ans6[0][6]	
worst_setup_path	RR Endpoint	add_ans5[6][8]	
clock_tree	post-CTS setup buffer count	0	
yosys	Cell Area, Synth	52700	um2
power	peak supply drop	0.180	mV
floorplan	# IOs	274	
placement	gpl congestion	0.884	
min_path	Hold Path Stages	2	
sta	post-route minimum period	3.58	ns
sta	slew margin rel.	0.386	
yosys	Yosys Instances	5220	
global_routing	antenna violations before repair	1	
cells_and_area	dominant logic cell type in the layout	dfrtp_1	
worst_setup_path	crit end category	primary output	
yosys	Synth async-reset ratio	0.923	
clock_tree	CTS root buf	clkbuf_16	
floorplan	Starting Density	0.303	
detailed_routing	# diodes	0	
global_routing	grt ovf	0	
worst_setup_path	Max FO, Critical Path	12	
yosys	Post-synth top flop	dfrtp_1	
sta	Hold Slack	0.474	ns
clock_tree	clock-pin slew on the worst setup and hold paths	0.06	ns
worst_setup_path	Crit-path slowest cell	dfrtp_4	
floorplan	# rows	153	
power	clock power share	0.289	
placement	# port buffers	273	
worst_setup_path	Reg2Reg Launch Point	cnt[7]	
floorplan	Die Width	421	um
global_routing	gr usage total	0.140	
power	Seq pwr share	0.373	
clock_tree	Gates resized, CTS repair	0	
power	internal cell power	9630	uW
floorplan	Die Y	421	um
floorplan	die area	177000	um2
worst_setup_path	Worst R2R Setup Slack	5.22	ns
clock_tree	clk buf depth	3	
sta	final setup vio count	0	
worst_setup_path	critical path startpoint category	flop	
worst_setup_path	family with the most delay on the worst path	flip-flops	
yosys	Chip Area, Yosys	52700	um2
clock_tree	# clock sinks	829	
worst_setup_path	crit-path cells	clkdlybuf4s50_1	
yosys	Top cells by area	dfrtp_1, ha_1, fa_1	
clock_tree	# hold bufs at CTS	0	
yosys	largest area contributor in the netlist	dfrtp_1	
worst_setup_path	Worst path depth	1	
yosys	Ys Warns	18	
placement	cell total after placement	7706	
sta	Max Freq	0.279	GHz
worst_setup_path	cells on worst reg2reg path	7	
cells_and_area	fin area	61500	um2
detailed_routing	DRC	0	
yosys	number of enable flip-flop cells	64	
cells_and_area	share of cells above drive strength 1	0.0636	
clock_tree	CTS tree	yes	
yosys	Seq share, synth	0.399	
worst_setup_path	Setup CP Type	reg2out	
min_path	worst hold endpoint	add_ans6[0][6]	
sta	post-route setup TNS	0	ns
detailed_routing	first drt pass iteration count	5	
detailed_routing	drt first-iter violations	1588	
global_routing	first-pass GRT wire length	195000	um
worst_setup_path	CP arrival	1.84	ns
min_path	Hold Path Class	reg2reg	
worst_setup_path	crit path DRT	6.96	ns
worst_setup_path	buffers and inverters on the worst path	1	
clock_tree	cts bufs inserted	95	
power	switching share of power	0.347	
worst_setup_path	Max stage delay on crit path	0.59	ns
floorplan	Core Area	174000	um2
power	P_sw	5120	uW
detailed_routing	final WL	119000	um
sta	max-slew violation count	0	
yosys	Flops after synth	829	
yosys	Distinct cells, synth	57	
detailed_routing	WL/cell	15.1	um
sta	RSZ-0062 raised after global routing	false	
cells_and_area	Non-Filler Instances	7877	
placement	Detailed Place HPWL	90000	um
global_routing	largest net degree at the start of global routing	121	
power	Pleak	0.0300	uW
job	Log Warnings	34	
detailed_routing	Routed Antenna Nets	0	
cells_and_area	Layout area overhead	16.6	%
yosys	Mapped Cells	5220	
global_routing	vias in the first global route	36666	
sta	Worst-Margin Slew	0.913	ns
detailed_routing	DR vias	36025	
-- flip-flops by register name (all words and copies together), names as in the netlist, 36 cells and up --
register,flops
inputs,128
add_ans2,36
weight,128
add_ans1,36
add_ans3,36
add_ans6,44
add_ans5,80
add_ans4,36
-- power groups by stage --
stage                 clock, uW  combinational, uW  sequential [uW]
final                      4260               4990             5510
after global routing       4530               5790             5630
after CTS                  4390               5070             5530
-- synthesized netlist by cell type, types with 132 or more instances --
cell,count
a21o_1,142
a21oi_1,205
and2_1,420
dfrtp_1,765
fa_1,159
ha_1,662
inv_1,345
mux2_2,132
nand2_1,612
nand2b_1,153
nor2_1,238
o21ai_0,459
xnor2_1,140
xor2_1,145
-- worst max-delay path by stage --
stage	startpoint	end	slack [ns]
finish	out_valid	out_valid	5.12
global route	rst_n	weight[12][3]	4.86
CTS	out_valid	out_valid	5.02
-- per-layer routing --
metal | track usage | share of wire
met3 | 0.0237 | 0.040
met2 | 0.230 | 0.48
met4 | 0.0253 | 0.022
met5 | 0 | 0.000067
met1 | 0.201 | 0.46
-- tightest hold or removal path, cell delays in order, from the launching register on --
cell and delay (ns):
dfrtp_1 0.35, nand2_1 0.05, nand2_1 0.05
-- kinds of logic (layout without fill, tap and decap cells) --
kind of cell | Yosys count | in the layout | share of synthesized area
AND-OR/OR-AND | 1057 | 1057 | 0.120
XOR/XNOR | 285 | 285 | 0.0473
adder cells (fa/ha/maj) | 821 | 821 | 0.217
flip-flops | 829 | 829 | 0.399
multiplexers | 148 | 148 | 0.0312
buffers and inverters | 491 | 823 | 0.0354
AND/OR/NAND/NOR | 1589 | 1589 | 0.149
-- per-stage QoR --
stage	worst slack, ns	total power [uW]	utilization
finish	5.12	14800	0.353
global route	4.86	15900	0.353
CTS	5.02	15000	0.353
detailed placement	4.42	10600	0.334
global placement	4.44	10600	0.334
floorplan	5.02	9050	-
-- layout make-up --
class                           instances  area [um2]
Fill cell                           17096      113000
Multi-Input combinational cell       3900       29800
Sequential cell                       829       21100
Timing Repair Buffer                  307        3040
Tap cell                             2325        2910
Clock buffer                          134        2720
Inverter                              345        1290
Clock inverter                         37         627
Power and IR drop assume default switching activity.
