==> flow/design.v <==
module Convolution(
        clk,
        rst_n,
        in_valid,
        weight_valid,
        In_IFM_1,
        In_IFM_2,
        In_IFM_3,
        In_IFM_4,
        In_IFM_5,
        In_IFM_6,
        In_IFM_7,
        In_IFM_8,
        In_IFM_9,
        In_Weight_1,
        In_Weight_2,
        In_Weight_3,
        In_Weight_4,
        In_Weight_5,
        In_Weight_6,
        In_Weight_7,
        In_Weight_8,
        In_Weight_9,
        out_valid, 
        Out_OFM
);
        input clk, rst_n, in_valid, weight_valid;
        input [7:0]In_IFM_1;
        input [7:0]In_IFM_2;
        input [7:0]In_IFM_3;
        input [7:0]In_IFM_4;
        input [7:0]In_IFM_5;
        input [7:0]In_IFM_6;
        input [7:0]In_IFM_7;
        input [7:0]In_IFM_8;
        input [7:0]In_IFM_9;
        input [7:0]In_Weight_1;
        input [7:0]In_Weight_2;
        input [7:0]In_Weight_3;
        input [7:0]In_Weight_4;
        input [7:0]In_Weight_5;
        input [7:0]In_Weight_6;
        input [7:0]In_Weight_7;
        input [7:0]In_Weight_8;
        input [7:0]In_Weight_9;
        output reg out_valid;
        output reg [20:0] Out_OFM;
        reg [2:0] state_cs, state_ns;
        parameter IDLE = 3'd0;
        parameter IN_DATA = 3'd1;
        parameter EXE = 3'd2;
        reg [7:0]IFM_1;
        reg [7:0]IFM_2;
        reg [7:0]IFM_3;
        reg [7:0]IFM_4;
        reg [7:0]IFM_5;
        reg [7:0]IFM_6;
        reg [7:0]IFM_7;
        reg [7:0]IFM_8;
        reg [7:0]IFM_9;
        reg [7:0]Weight_1;
        reg [7:0]Weight_2;
        reg [7:0]Weight_3;
        reg [7:0]Weight_4;
        reg [7:0]Weight_5;
        reg [7:0]Weight_6;
        reg [7:0]Weight_7;
        reg [7:0]Weight_8;
        reg [7:0]Weight_9;
        reg [4:0] count_out;
always@(posedge clk or negedge rst_n) begin
        if(!rst_n)
                state_cs <= IDLE;
        else
                state_cs <= state_ns;
end
always@(*) begin
        case(state_cs)
        IDLE:
                begin
                if(in_valid)
                        state_ns = EXE;
                else
                        state_ns = IDLE;
                end
        IN_DATA:
                begin
                state_ns = EXE;
                end
        EXE:
                begin
                if(count_out == 24)
                        state_ns = IDLE;
                else
                        state_ns = EXE;
                end
        default:
        state_ns = IDLE;
        endcase
end
always@(posedge clk or negedge rst_n) begin
        if(!rst_n) begin
                Weight_1 <= 0 ;
                Weight_2 <= 0 ;
                Weight_3 <= 0 ;
                Weight_4 <= 0 ;
                Weight_5 <= 0 ;
                Weight_6 <= 0 ;
                Weight_7 <= 0 ;
                Weight_8 <= 0 ;
                Weight_9 <= 0 ;
        end
        else if(weight_valid) begin
                Weight_1 <= In_Weight_1;
                Weight_2 <= In_Weight_2;
                Weight_3 <= In_Weight_3;
                Weight_4 <= In_Weight_4;
                Weight_5 <= In_Weight_5;
                Weight_6 <= In_Weight_6;
                Weight_7 <= In_Weight_7;
                Weight_8 <= In_Weight_8;
                Weight_9 <= In_Weight_9;
        end
end
always@(posedge clk or negedge rst_n) begin
        if(!rst_n) begin
                IFM_1  <= 0;
                IFM_2  <= 0;
                IFM_3  <= 0;
                IFM_4  <= 0;
                IFM_5  <= 0;
                IFM_6  <= 0;
                IFM_7  <= 0;
                IFM_8  <= 0;
                IFM_9  <= 0;
        end
        else if(in_valid) begin
                IFM_1  <= In_IFM_1 ;
                IFM_2  <= In_IFM_2 ;
                IFM_3  <= In_IFM_3 ;
                IFM_4  <= In_IFM_4 ;
                IFM_5  <= In_IFM_5 ;
                IFM_6  <= In_IFM_6 ;
                IFM_7  <= In_IFM_7 ;
                IFM_8  <= In_IFM_8 ;
                IFM_9  <= In_IFM_9 ;
        end
end
always@(posedge clk or negedge rst_n) begin
        if(!rst_n)
                count_out <= 0;
        else if(state_cs == EXE)
                count_out <= count_out + 1;
        else
                count_out <= 0;
end
always@(posedge clk or negedge rst_n) begin
        if(!rst_n)
                out_valid <= 0;
        else if(state_cs == EXE)
                out_valid <= 1;
        else
                out_valid <= 0;
end
always@(posedge clk or negedge rst_n) begin
        if(!rst_n)
                Out_OFM <= 0;
        else if(state_cs == EXE) begin
                Out_OFM <= IFM_1*Weight_1+IFM_2*Weight_2+IFM_3*Weight_3+IFM_4*Weight_4+IFM_5*Weight_5+IFM_6*Weight_6+IFM_7*Weight_7+IFM_8*Weight_8+IFM_9*Weight_9;
        end
        else
                Out_OFM <= 0;
end
endmodule
==> flow/run.sh <==
#!/bin/bash
# OpenROAD 26Q1-2900-gdf79404cd8, Yosys 0.63+post, stock flow scripts
make -C /OpenROAD-flow-scripts/flow DESIGN_CONFIG=/design/flow/config.mk WORK_HOME=/design/flow/orfs finish
==> flow/config.mk <==
export PLATFORM = sky130hd
export DESIGN_NAME = Convolution
export DESIGN_NICKNAME = Convolution
export VERILOG_FILES = /design/flow/design.v
export SDC_FILE = /design/flow/constraint.sdc
export NUM_CORES = 4
export LEC_CHECK = 1
export CORE_UTILIZATION = 30
==> flow/constraint.sdc <==
current_design Convolution

set clk_period 11.6
set clk_io_pct 0.2

create_clock -name clk0 -period $clk_period [get_ports {clk}]

set non_clock_inputs [all_inputs -no_clocks]
set_input_delay [expr $clk_period * $clk_io_pct] -clock clk0 $non_clock_inputs
set_output_delay [expr $clk_period * $clk_io_pct] -clock clk0 [all_outputs]
==> results_slide.txt <==
Synthesis and Place & Route Summary

Status
  • Outcome: complete, no violations

CTS
  • CTS Root Cell: clkbuf_16
  • Cts hold-fix bufs: 0
  • Late-Pin Clk Latency: approximately 0.5 ns
  • CTS tree: done
  • Num CTS Buffers: 17
  • Clock tree buffer depth: 2
  • Post-CTS Setup Bufs: 0
  • H-tree Lvls: 4
  • # resized after CTS: 0
  • Clk sinks: ~170
  • Clock transition at path regs: 0.07 ns

Final timing
  • Slew Limit Fails: 0
  • Worst Skew: 0.0118 ns
  • Setup TNS: 0 ns
  • Peak Freq: 130 MHz
  • Crit share post-route: 0.666
  • Slew HR: 0.522
  • Measured slew at the worst slew-check pin: 0.717 ns
  • # setup viols final: 0
  • RSZ-0062 raised after global routing: no
  • Crit path time final: 7.72 ns
  • Endpoints failing hold: 0

Setup path
  • CP Launch Type: flip-flop
  • CP Data Required Time: 12.00 ns
  • Setup CP Type: flip-flop to flip-flop
  • Reg2Reg Depth: 23
  • Worst R2R End: Out_OFM[18]$_DFF_PN0_
  • Crit-path max FO: 9
  • Worst r2r src: IFM_8[2]$_DFFE_PN0P_
  • Arrival @ worst endpoint: 8.12 ns
  • Setup crit end kind: flip-flop
  • Setup slack, reg-to-reg: 3.88 ns

Floorplanning
  • DIE WIDTH: 300 um
  • Chip area: 90200 um2
  • Num rows: ~110
  • Core area: 88200 um2
  • IO Pins: roughly 170
  • DIE HEIGHT: 300 um
  • FP Util: 0.303

Hold path
  • Hold_sp: state_cs[0]$_DFF_PN1_
  • Hold Path Sink: state_cs[0]$_DFF_PN1_
  • Worst min path class: flip-flop to flip-flop
  • Hold depth: 2

Global route
  • Largest net degree at the start of global routing: 48
  • Number of global-route vias before repair: 18500
  • Total gr overflow: 0
  • First-pass GRT wire length: 110000 um
  • Initial antenna violation count: 0
  • Total track usage: 0.171

Placed design
  • Placed cell areas: 29700 um2
  • Post-Place Cells: 3838
  • GP Congestion: 0.979
  • Hpwl dp: about 61000 um
  • I/O Buffers: ~170

Logic synthesis
  • Basic Gates by Area: 0.129
  • Async SR Flop Fraction: 1.00
  • Synth Area in Adders: 0.529
  • Synth top area share: 0.407
  • Largest area contributor in the netlist: fa_1
  • Yosys aoi share: 0.0124
  • Synthesized area: 26700 um2
  • Prevailing post-synth register cell: dfrtp_1
  • Register area share after synthesis: 0.162
  • Ys flops: 173
  • Yosys stat area: 26700 um2
  • Mapped Avg Cell Area: 10.5 um2
  • Post-synth EDFFs: 0
  • Yosys xor share: 0.00295
  • # Cells Yosys: between 2000 and 3000
  • Mux share: 0.0626
  • Yosys warns: 1
  • Cell count after synthesis: approximately 2500
  • Yosys cell types: 45
  • Top cells by area, synth: fa_1 41%, dfrtp_1 16%, ha_1 12%
  • Comb area leader: adder cells

Drt
  • Total vias in the final route: 16600
  • N_diodes: 0
  • Drt total wl: between 60000 and 70000 um
  • WL/cell: 18.1 um
  • Router iterations before antenna repair: 5
  • Vias/cell: 4.29
  • Antenna-violating nets left: 0
  • 1st-iter DRT viols: ~570
  • DRC viols: 0

Cells and area
  • Share of layout cells above drive strength 1: 0.0699
  • Post-Layout Cell Count: 3870
  • Layout fillers: around 8900
  • Design area: just over 30000 um2
  • Register Area: 4330 um2
  • MI comb area: around 20000 um2
  • Synthesis-to-finish area growth: 13.3%

Flow run
  • Log Warnings: 32
  • Max Cap Violations: 0
## sequential cells by signal, summed over array words and instances (netlist names)
name / cells
Out_OFM: 21
IFM_1: 8
IFM_2: 8
IFM_3: 8
IFM_4: 8
IFM_5: 8
IFM_6: 8
IFM_7: 8
IFM_8: 8
IFM_9: 8
Weight_1: 8
Weight_2: 8
Weight_3: 8
Weight_4: 8
Weight_5: 8
Weight_6: 8
Weight_7: 8
Weight_8: 8
Weight_9: 8
count_out: 5
state_cs: 2
out_valid: 1
## final cells by class
| type | count | share of cell area |
|---|---|---|
| multi-input combinational | 1653 | 0.650 |
| sequential | 173 | 0.143 |
| inverter | 672 | 0.0834 |
| timing repair buffer | 175 | 0.0574 |
| tap | 1165 | 0.0482 |
| clock buffer | 20 | 0.0144 |
| clock inverter | 12 | 0.00368 |
## layer usage
metal  part of all wire  wire length (um)  GRT usage  vias to the layer above
met5                  0                 0          0                        -
met4              0.019              1300     0.0249                        0
met3              0.082              5720     0.0643                       49
met2               0.49             34000      0.270                      381
met1               0.41             28900      0.236                     8429
li1                   -                 -          -                     7751
## critical path, cell delays in order, from the launching register on
cell       delay, ns
dfrtp_1         0.51
and2_1          0.24
fa_1            0.52
fa_1            0.55
inv_1           0.06
fa_1            0.53
inv_1           0.05
fa_1            0.48
inv_1           0.08
fa_1            0.55
fa_1            0.53
inv_1           0.05
fa_1            0.53
inv_1           0.07
fa_1            0.48
inv_1           0.05
fa_1            0.49
fa_1            0.42
ha_1            0.37
a21oi_1         0.28
o21ai_0         0.17
o2111ai_1       0.28
a21oi_1         0.11
nor3b_1         0.23
## synthesized netlist by cell type, types with 2 or more instances
library cell and instances:
a21o_1 4, nand2_1 209, nor3_1 2, a21oi_1 18, fa_1 543, o211ai_1 3, mux2_2 144, o21ai_0 6
a21boi_1 2, o21a_1 2, ha_1 260, dfrtp_1 172, xnor2_1 5, mux2i_1 5, xor2_1 4, and3_1 2
nand3_1 8, o2111ai_1 2, clkbuf_1 31, nand2b_1 4, inv_1 672, buf_2 14, nor2_1 19, nor3b_1 2
and2_1 390
## cells by family (layout without fill, tap and decap cells)
logic type,Yosys count,in the layout
adders and majority gates,803,803
buffers and inverters,717,879
and+or+nand+nor,643,643
DFF,173,173
muxes,149,149
AOI/OAI and AO/OA,49,49
xor gates and xnor gates,9,9
## stage by stage
stage               hold slack (ns)  setup slack, ns   util
floorplan                     0.455             4.38      -
global placement              0.478             3.85  0.337
detailed placement            0.480             3.80  0.337
CTS                           0.491             3.81  0.343
global route                  0.517             3.49  0.343
finish                        0.489             3.88  0.343
## how the worst max path moves through the flow
| stage | from | end | slack, ns |
|---|---|---|---|
| 4_1_cts | IFM_8[2]$_DFFE_PN0P_ | Out_OFM[18]$_DFF_PN0_ | 3.81 |
| 5_1_grt | Weight_8[2]$_DFFE_PN0P_ | Out_OFM[18]$_DFF_PN0_ | 3.49 |
| 6_report | IFM_8[2]$_DFFE_PN0P_ | Out_OFM[18]$_DFF_PN0_ | 3.88 |
## cells in the final DEF (no fill, tap or decap), drive strengths merged, types with 2 or more instances in the layout
cell type | Yosys | layout
inv | 672 | 677
fa | 543 | 543
and2 | 390 | 390
ha | 260 | 260
nand2 | 209 | 209
dfrtp | 172 | 172
clkdlybuf4s50 | 0 | 166
mux2 | 144 | 144
clkbuf | 31 | 21
nor2 | 19 | 19
a21oi | 19 | 19
nand3 | 9 | 9
buf | 14 | 8
o21ai | 8 | 8
xnor2 | 5 | 5
mux2i | 5 | 5
xor2 | 4 | 4
nand2b | 4 | 4
a21o | 4 | 4
o211ai | 3 | 3
clkinv | 0 | 3
clkinvlp | 0 | 3
a21boi | 3 | 3
and3 | 2 | 2
o2111ai | 2 | 2
nor3b | 2 | 2
o21a | 2 | 2
nor3 | 2 | 2
